==> ./config.mk <==
export PLATFORM = sky130hd
export DESIGN_NAME = bgDig
export DESIGN_NICKNAME = bgDig
export VERILOG_FILES = /design/flow/design.v
export SDC_FILE = /design/flow/constraint.sdc
export NUM_CORES = 4
export LEC_CHECK = 1
export CORE_UTILIZATION = 30
==> ./constraint.sdc <==
current_design bgDig

set clk_period 5.8
set clk_io_pct 0.2

create_clock -name clk0 -period $clk_period [get_ports {clk}]

set non_clock_inputs [all_inputs -no_clocks]
set_input_delay [expr $clk_period * $clk_io_pct] -clock clk0 $non_clock_inputs
set_output_delay [expr $clk_period * $clk_io_pct] -clock clk0 [all_outputs]
==> ./design.v <==
`default_nettype none
module bgDig (
                input wire         clk,  
                input wire         reset,
                input logic        pwrup,
                input logic        stable,
                input wire         CMPO,
                output logic [7:0] idacFine,
                output logic [7:0] idacCoarse,
                output logic [3:0] idacOutSelect_n,
                output logic [7:0] diodeSelect,
                output logic       resPtatEnable_n,
                output logic       resStableSelect,
                output logic       diode,
                output logic       bigDiodeRes,
                output logic       cmpZeroOffset,
                output logic       cmpSwapInput,
                output logic [3:0] state,
                output logic       coarse,
                output logic       valid,
                output logic       rst
                );
   parameter                       PRECHARGE=0,
                                   DIODE=1,
                                   BLANK1=2,
                                   BIGDIODE=3,
                                   BLANK2=4,
                                   INCREMENT=5,
                                   OUTPUT=6;
   logic [4:0]                     sar_ind;
   logic [5:0]                     count;
   always_ff @(posedge clk or posedge reset) begin
      if(reset)
        rst <= 1'b1;
      else
        rst <= 1'b0;
   end
   always_ff @(posedge clk) begin
      if(rst) begin
         state <= PRECHARGE;
         if(stable)
           resStableSelect <= 1;
         else
           resStableSelect <= 0;
         cmpZeroOffset <= 0;
         cmpSwapInput <= 0;
      end
      else begin
         case(state)
           DIODE: begin
              resPtatEnable_n <= 1;
              idacOutSelect_n[0] <= 0;
              idacOutSelect_n[1] <= 1;
              diodeSelect <= 8'h80;
              diode <= 1;
              cmpZeroOffset <= 0;
              if(count == 2) begin
                 state <= BLANK1;
                 count <=0;
              end
              else begin
                 count <= count +1;
              end
           end  
           BLANK1: begin
              diode <= 0;
              state <= BIGDIODE;
              end
           BIGDIODE: begin
              resPtatEnable_n <= 0;
              diodeSelect <= 8'h7F;
              bigDiodeRes <= 1;
              if(count == 2) begin
                 state <= BLANK2;
                 count <=0;
              end
              else begin
                 count <= count +1;
              end
           end  
           BLANK2: begin
              bigDiodeRes <= 0;
              state <= INCREMENT;
              end
           INCREMENT: begin
              if(coarse) begin
                 if(sar_ind < 8) begin
                    if(CMPO)
                      idacCoarse[7-sar_ind] <= 0;
                    else
                      idacCoarse[7-sar_ind] <= 1;
                    sar_ind <= sar_ind +1;
                 end
                 if(sar_ind < 7) begin
                    idacCoarse[7-sar_ind-1] <= 1;
                 end
                 else if(sar_ind == 7) begin
                    coarse <= 0;
                    sar_ind <= 0;
                    idacFine[7] <= 1;
                 end
                 state <= DIODE;
              end
              else begin
                 if(sar_ind < 4) begin
                    if(CMPO)
                      idacFine[7-sar_ind] <= 0;
                    else
                      idacFine[7-sar_ind] <= 1;
                    sar_ind <= sar_ind +1;
                 end
                 if(sar_ind < 4) begin
                    idacFine[7-sar_ind-1] <= 1;
                 end
                 if(sar_ind == 4) begin
                    state <= OUTPUT;
                    count <= 0;
                 end
                 else begin
                    state <= DIODE;
                    end
              end  
              count <= 0;
           end
           OUTPUT: begin
              idacOutSelect_n[0] <= 1;
              idacOutSelect_n[1] <= 0;
              diodeSelect <= 8'h00;
              if(count > 1)
                valid <= 1;
              if(count > 3) begin
                state <= DIODE;
                valid <= 0;
                end
              count <= count +1;
              end
           PRECHARGE: begin
              idacCoarse <= 8'h80;
              idacFine <= 8'h00;
              cmpZeroOffset <= 1;
              sar_ind <= 0;
              coarse <= 1;
              idacOutSelect_n[0] <= 0;
              idacOutSelect_n[1] <= 1;
              idacOutSelect_n[2] <= 1;
              idacOutSelect_n[3] <= 1;
              diodeSelect <= 8'h80;
              resPtatEnable_n <= 0;
              valid <= 0;
              if(count > 15) begin
                 count <= 0;
                 diode <= 0;
                 bigDiodeRes <= 0;
                 state <= DIODE;
              end
              else begin
                 diode <= 1;
                 bigDiodeRes <= 1;
                 count <= count +1;
                 state <= PRECHARGE;
            end
           end
         endcase  
         if(!pwrup) begin
            idacFine <= 8'h00;
            idacCoarse <= 8'h00;
            count <= 0;
        end
      end
   end
endmodule
==> ./run.sh <==
#!/bin/bash
# OpenROAD 26Q1-2900-gdf79404cd8, Yosys 0.63+post, stock flow scripts
make -C /OpenROAD-flow-scripts/flow DESIGN_CONFIG=/design/flow/config.mk WORK_HOME=/design/flow/orfs finish
==> changes_impl.md <==
## Flow update

- Yosys adder share: 7.77%
- Total of max-cap violations: 0
- Top cell excl fill/tap: nand2_1
- Top area cell types: edfxtp_1 30%, ha_1 7.8%, nand2_1 4.6%
- Vias per cell: roughly 5.5
- First-pass GRT wire length: around 15 mm
- # Cells Yosys: 424
- Synth Flop Type: edfxtp_1
- Critical Path Fanout Max: 23
- FMAX: 220 MHz
- FILL cells: between 1k and 1.5k
- Synth area leader: edfxtp_1
- Final setup vio count: 0
- Ys flops: 42
- Initial DRC Count: ~190
- Slew of the pin with the lowest slew margin: 0.855 ns
- Ratio of cells with drive above 1 in the final layout: under 10%
- Worst-path clk slew: 0.06 ns
- Die Ht: around 110 µm
- Status: completed
- Post-synthesis cell area: 3710 µm²
- GRT overflow: 0
- Clock Latency Late Sink: 0.28 ns
- Area leader share: 30.0%
- Root buffer cell: clkbuf_16
- Dominant comb cell: simple AND/OR/NAND/NOR gates
- Pwr/cell area: between 200 and 250 nW/µm²
- Die X: 113 µm
- I/O pins: 46
- Routability cong.: 0.881
- Largest delay share family, worst path: AND-OR/OR-AND gates
- Synth Area per Inst: about 8.7 µm²
- Relative slew slack: 43.0%
- Worst setup EP type: flip-flop
- Finished Cell Area: 4250 µm²
- GRT Total Usage: 15.5%
- CP bufs+invs: 1
- Critical-path top delay cell: edfxtp_1
- Synth async-reset ratio: 2.38%
- TritonCTS clock tree: yes
- Max-slew violations: 0
- Pin count of the biggest net entering global routing: 26
- Number of enable flip-flop cells: 37
- OpenROAD warning count: 32
- Maximum vdd drop: 0.128 mV
- Yosys synthesis chip area: 3710 µm²
- Diode count: 0
- Initial DRT Pass Iterations: 4
- Port-buffer cells: 41
- Via count: 3,239
- Inst Count DP: 582
- Netlist cell types: roughly 74
- Minimum clock period: 4.55 ns
- Post-CTS setup buffer count: 0
- Hpwl dp: about 6.9 mm
- Placed cell area: 4090 µm²
- PostCTS Resize Cnt: 0
- Setup_tns: 0 ns
- Final Non-Filler Cells: 590
- Unrepaired setup endpoints after global routing: false
- Fin crit share: 78.5%
- Hold WC Path Type: reg2reg
- WS Path Type: reg2reg
- TritonCTS Buffers: 5
- Core area: around 12,000 µm²
- Worst setup SP type: flip-flop
- Clk sinks: 42
- Post-synthesis compound-gate area fraction: between 15 and 20%
- Clk_skew: ~0.0036 ns
- Worst Path Arrival: 4.66 ns
- Site Rows: around 40
- WL/cell: roughly 16 µm
- Static Leak: 1.55 nW
- Htree depth: 2
- Register area share after synthesis: 32.8%
- Crit path largest cell delay: 0.82 ns
- Die area: 12,800 µm²
- Final hold vios: 0
- Syn. warnings: 1
- Area grow syn2layout: 14.8%
- Total power: 892 µW
- Post-route DRC violation count: 0
- Top cells excl fill/tap: 45 x nand2_1, 42 x nor2_1, 41 x clkdlybuf4s50_1
- Routed WL: 9.43 mm
- Vias in the first global route: 3,014
- Bufs on Longest Clock Path: 2
- ANT nets after route: 0
- Cell Chain, Critical Path: ha_1 > nand3b_1 > o21ai_0 > inv_1 > ha_1 > nor4b_1 > nand4_1 > nor3_1 > o21ai_0 > o21a_1 > a211oi_1
- Hold bufs inserted after CTS: 0
- Simple-gate portion of the synthesized area: 26.7%
- Initial antenna violation count: 0
- Post-Syn Instances: between 400 and 500
- FP Core Util: 30.9%
- XOR/XNOR share of the synthesized area: 3.27%
- CP required: roughly 6 ns
- MUX share of area: roughly 3.2%
flip-flops by register name (all words and copies together), names as in the netlist:
| name | flops |
|---|---|
| cmpZeroOffset | 1 |
| diodeSelect | 2 |
| state | 3 |
| count | 6 |
| resStableSelect | 1 |
| bigDiodeRes | 1 |
| coarse | 1 |
| idacFine | 8 |
| rst | 1 |
| sar_ind | 5 |
| idacOutSelect_n | 2 |
| resPtatEnable_n | 1 |
| diode | 1 |
| idacCoarse | 8 |
| valid | 1 |
power by group:
part,switching [mW],internal [mW]
registers,0.0269,0.352
logic,0.111,0.0869
clock network,0.112,0.203
total,0.250,0.642
worst reg2reg max path, cell delays in order, from the launching register on:
cell	delay [ns]
edfxtp_1	0.82
ha_1	0.60
nand3b_1	0.24
o21ai_0	0.50
inv_1	0.29
ha_1	0.38
nor4b_1	0.34
nand4_1	0.22
nor3_1	0.19
o21ai_0	0.27
o21a_1	0.28
a211oi_1	0.25
logic make-up after synthesis:
kind of cell | after synthesis
simple gates | 183
mux | 11
flops | 42
buf+inv | 55
fa+ha+maj | 23
compound gates | 95
xor+xnor | 13
other cells | 2
cells in the mapped netlist (all sizes together) (2+ instances only):
master	instances
or4	3
a31oi	6
o32ai	2
nand2	45
xnor2	11
or3	7
nand4	12
buf	25
conb	2
edfxtp	37
a2111oi	3
o21ai	14
dfxtp	4
a311oi	2
and4	3
o211ai	5
or2	2
inv	17
o31a	2
o22ai	8
nand3	18
a211oi	5
a211o	2
clkbuf	13
nor2	42
xor2	2
and3	5
and4b	2
o21bai	4
mux2	5
nor4b	5
and2b	2
nor2b	9
nor4	7
o31ai	4
o21a	4
o211a	3
ha	23
and2	3
nand2b	3
mux2i	6
nor3	10
a21oi	24
area by class of cell:
type / count / area [µm²] / share of cell area [%]
inverters: 17 / 63.8 / 1.50
well taps: 147 / 184 / 4.32
repair buffers: 46 / 448 / 10.5
clock inverters: 2 / 37.5 / 0.882
flip-flops and latches: 42 / 1220 / 28.6
multi-input cells: 330 / 2170 / 51.1
clock buffers: 6 / 129 / 3.03
stage by stage:
step | util [%] | hold slack (ns) | setup WS (ns)
6_report | 35.4 | 0.505 | 1.25
5_1_grt | 35.4 | 0.545 | 0.853
4_1_cts | 35.4 | 0.519 | 1.39
3_5_place_dp | 34.0 | 0.504 | 1.45
3_3_place_gp | 34.0 | 0.490 | 1.54
2_1_floorplan | - | 0.433 | 2.14
routing by layer:
| metal | GRT usage, % | routed length [µm] | part of all wire, % |
|---|---|---|---|
| met5 | 0 | 0 | 0 |
| met4 | 2.46 | 148 | 1.6 |
| met3 | 2.78 | 688 | 7.3 |
| met2 | 23.8 | 4260 | 45 |
| met1 | 23.7 | 4330 | 46 |
worst paths after layout:
check	end	from	cells past startpoint	slack (ns)
worst max-delay path	idacFine[3]	sar_ind[0]	11	1.25
worst min-delay path	cmpZeroOffset	cmpZeroOffset	2	0.51
worst max register to register	idacFine[3]	sar_ind[0]	11	1.25
worst min register to register	cmpZeroOffset	cmpZeroOffset	2	0.51
max in group asynchronous	rst	reset	2	4.61
min in group asynchronous	rst	reset	2	1.17
Power is estimated from default activity; no workload was simulated.
